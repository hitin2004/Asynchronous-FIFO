**design/flow/config.mk**
```make
export PLATFORM = sky130hd
export DESIGN_NAME = fifo
export DESIGN_NICKNAME = fifo
export VERILOG_FILES = /design/flow/design.v
export SDC_FILE = /design/flow/constraint.sdc
export NUM_CORES = 4
export LEC_CHECK = 1
export CORE_UTILIZATION = 30
```
**design/flow/constraint.sdc**
```tcl
current_design fifo

set clk_period 3.3
set clk_io_pct 0.2

create_clock -name clk0 -period $clk_period [get_ports {read_clk}]
create_clock -name clk1 -period $clk_period [get_ports {write_clk}]

set non_clock_inputs [all_inputs -no_clocks]
set_input_delay [expr $clk_period * $clk_io_pct] -clock clk0 $non_clock_inputs
set_output_delay [expr $clk_period * $clk_io_pct] -clock clk0 [all_outputs]
```
**design/flow/design.v**
```verilog
`timescale 1ns / 1ps
module fifo (
    input              write_clk,
    input              read_clk,
    input              reset,
    input              write_en,
    input              read_en,
    input      [7:0]   data_in,
    output             mem_full,
    output             mem_empty,
    output reg [7:0]   out
);
    reg [7:0] mem [0:7];  
    reg [3:0] write_ptr_bin, read_ptr_bin;               
    reg [3:0] write_ptr_gray, read_ptr_gray;
    reg [3:0] write_ptr_gray_sync1, write_ptr_gray_sync2;
    reg [3:0] read_ptr_gray_sync1, read_ptr_gray_sync2;
    wire [3:0] write_ptr_bin_sync2, read_ptr_bin_sync2;  
    function [3:0] bin2gray;
        input [3:0] bin;
        bin2gray = bin ^ (bin >> 1);
    endfunction
    function [3:0] gray2bin;
        input [3:0] gray;
        gray2bin = gray ^ (gray >> 1) ^ (gray >> 2) ^ (gray >> 3);
    endfunction
    assign write_ptr_bin_sync2 = gray2bin(write_ptr_gray_sync2);
    assign read_ptr_bin_sync2  = gray2bin(read_ptr_gray_sync2);
    assign mem_full  = (write_ptr_bin[2:0] == read_ptr_bin_sync2[2:0]) &&   
                       (write_ptr_bin[3]   != read_ptr_bin_sync2[3]);    
    assign mem_empty = (write_ptr_bin_sync2 == read_ptr_bin);   
    always @(posedge write_clk or negedge reset) begin
        if (!reset) begin
            write_ptr_bin  <= 4'b0000;
            write_ptr_gray <= 4'b0000;
        end else if (write_en && !mem_full) begin
            mem[write_ptr_bin[2:0]] <= data_in;
            write_ptr_bin  <= write_ptr_bin + 1;
            write_ptr_gray <= bin2gray(write_ptr_bin + 1);
        end
    end
    always @(posedge read_clk or negedge reset) begin
        if (!reset) begin
            read_ptr_bin  <= 4'b0000;
            read_ptr_gray <= 4'b0000;
            out           <= 8'b0;
        end else if (read_en && !mem_empty) begin
            out           <= mem[read_ptr_bin[2:0]];
            read_ptr_bin  <= read_ptr_bin + 1;
            read_ptr_gray <= bin2gray(read_ptr_bin + 1);
        end
    end
    always @(posedge read_clk or negedge reset) begin
        if (!reset) begin
            write_ptr_gray_sync1 <= 4'b0000;
            write_ptr_gray_sync2 <= 4'b0000;
        end else begin
            write_ptr_gray_sync1 <= write_ptr_gray;
            write_ptr_gray_sync2 <= write_ptr_gray_sync1;
        end
    end
    always @(posedge write_clk or negedge reset) begin
        if (!reset) begin
            read_ptr_gray_sync1 <= 4'b0000;
            read_ptr_gray_sync2 <= 4'b0000;
        end else begin
            read_ptr_gray_sync1 <= read_ptr_gray;
            read_ptr_gray_sync2 <= read_ptr_gray_sync1;
        end
    end
endmodule
```
**design/flow/run.sh**
```bash
#!/bin/bash
# OpenROAD 26Q1-2900-gdf79404cd8, Yosys 0.63+post, stock flow scripts
make -C /OpenROAD-flow-scripts/flow DESIGN_CONFIG=/design/flow/config.mk WORK_HOME=/design/flow/orfs finish
```
==> results_slide.txt <==
Run Summary

Worst setup path
  • R2r setup slk: 0.91 ns
  • Worst Path Max Fanout: 7
  • Reg2reg start: write_ptr_bin[0]$_DFFE_PN0P_
  • Reg-to-Reg End: mem[4][7]$_DFFE_PP_
  • Req. time, crit path: 2.64 ns
  • Element type at the critical path start: register
  • Setup CP Type: reg -> out
  • Element type at the critical path end: primary output
  • Reg2Reg Depth: 5
  • Worst Path Arrival: 2.23 ns

Yosys
  • Chip area line of the yosys report: 4128 µm²
  • Syn_area_per_cell: 15.18 µm²
  • EDFF count, synth: 64
  • Area share, top type: 0.4656
  • Ys flop type: edfxtp_1
  • Seq/Total Area, Yosys: 0.6960
  • Yosys cell types: 41
  • Synthesized registers: 102
  • Most frequent cell after synthesis: edfxtp_1
  • Top cells by area: edfxtp_1 (47%), dfrtp_1 (23%), ha_1 (3.6%), xnor2_1 (2.5%), mux2_2 (2.5%)
  • Most frequent cells after synthesis: edfxtp_1 (64), dfrtp_1 (38), inv_1 (15)
  • Async SR Flop Fraction: 0.3725
  • Synth warn: 2
  • # Cells Yosys: 272
  • Cell Area, Synth: 4128 µm²
  • Synth Instances: 272
  • Cell taking the most area after synthesis: edfxtp_1

Min path
  • Hold Path End: read_ptr_gray_sync1[2]$_DFF_PN0_
  • Hold path startpoint: read_ptr_gray[2]$_DFFE_PN0P_
  • Hold Crit Class: reg -> reg
  • WHS Path Cells: 0

STA
  • Setup-failing EPs final: 0
  • RSZ-0062 raised after global routing: false
  • Max-Slew Margin vs Limit: 0.4904
  • Least-Margin Pin Slew: 0.7644 ns
  • Hold Slack: 0.3033 ns
  • Setup TNS: 0 ns
  • Final hold viol count: 0
  • Fin worst setup slack: 0.4091 ns
  • Max Transition Viols Final: 0
  • Clock Skew: 0.007733 ns

Die
  • Io pins: 23
  • Die Area: 14230 µm²
  • Die Y-Extent: 119.3 µm
  • Fp util: 0.3092
  • Core area: 13350 µm²
  • Std-Cell Rows: 42
  • Die X: 119.3 µm

Global route
  • All-layer global routing usage: 0.1275
  • First-pass GRT wire length: 13090 µm
  • Pin count of the biggest net entering global routing: 39
  • Grt total ovfl: 0
  • Antenna violations before repair: 0
  • Vias in the first global route: 2485

Flow run
  • Max Cap Viol: 0
  • Log Warnings: 34

Layout
  • Layout cells sized above 1: 0.1508
  • Layout fillers: 1248
  • Core Util, Final: 0.3681
  • Post-Layout Inst Area: 4913 µm²
  • Post-Layout Cell Count: 481
  • Area growth from synthesis to layout: 19.04%

Placement
  • DP HPWL: 5465 µm
  • Pre-CTS WS: 0.6199 ns
  • Buffers on Ports: 21
  • GP Congestion: 0.8227
  • Dpl cells: 461
  • Dpl cell area: 4522 µm²

Detailed routing
  • DRC: 0
  • DRT iter0 DRCs: 153
  • DRT Wirelength: 8109 µm
  • Number of diodes: 0
  • Final antenna-violating net count: 0
  • Via count: 2315
  • Routed vias/inst: 4.813
  • Avg WL per Cell: 16.86 µm
  • Pre-Repair DR Iteration Count: 4

Power
  • Tot Pwr: 5.045 mW
  • Static Leak: 1.858 nW
  • VDD IR-drop max: 0.0003458 V
  • Pwr dens: 1027 nW/µm²

Clocking
  • CTS Hold Bufs: 0
  • CTS tree: done
  • Post-cts sizing count: 0
  • Clk sink count: 102
  • Clock slew at reported path FFs: 0.06 ns
  • Post-CTS Setup Repair Bufs: 0

Outcome
  • Outcome: finished, final reports clean
## flip-flops by register name, summed over array words and instances, names as in the netlist
register,count
read_ptr_gray,4
write_ptr_gray_sync2,4
out,8
read_ptr_gray_sync1,4
read_ptr_gray_sync2,4
write_ptr_gray,3
read_ptr_bin,3
write_ptr_gray_sync1,4
write_ptr_bin,4
mem,64
## area by class of cell
cell class	count	area, µm²	share of cell area
Clock buffer	12	300.3	0.06112
Tap cell	176	220.2	0.04482
Clock inverter	8	91.34	0.01859
Inverter	15	56.30	0.01146
Sequential cell	102	2873	0.5847
Timing Repair Buffer	24	227.7	0.04635
Multi-Input combinational cell	144	1145	0.2330
## critical path, cell delays in order (launching register included)
cell and delay (ns):
dfrtp_1 0.46, or3b_2 0.46, a211oi_1 0.35, o21a_1 0.18, clkdlybuf4s50_1 0.45
## cells in the final DEF (no fill, tap or decap), drive strengths merged, types with 4 or more instances in the layout
master / n
nor2: 8
o21ai: 10
o221ai: 5
buf: 4
xor2: 6
ha: 12
a221oi: 5
mux2: 9
and3: 8
clkbuf: 12
inv: 20
dfrtp: 38
edfxtp: 64
a21oi: 10
a222oi: 8
nand4: 4
nand3: 4
xnor2: 12
a22oi: 6
nand2: 13
clkdlybuf4s50: 20
## metal layers
layer / vias up / track usage / wire (µm)
met3: 11 / 0.06507 / 777
met1: 1121 / 0.1753 / 3556
met2: 92 / 0.1908 / 3611
li1: 1091 / - / -
met5: - / 0.007353 / 0
met4: 0 / 0.02031 / 163
## worst max-delay path by stage
stage,from,depth (start not counted),slack (ns),endpoint
CTS,write_ptr_bin[3]$_DFFE_PN0P_,4,0.39,mem_full
finish,write_ptr_bin[3]$_DFFE_PN0P_,4,0.41,mem_full
global route,write_ptr_bin[3]$_DFFE_PN0P_,4,0.31,mem_full
## where the power goes
part           total [mW]  internal (mW)  switching, mW
logic                1.78          0.887          0.889
clock network        1.28          0.767          0.510
registers            1.99           1.72          0.272
total                5.05           3.37           1.67
## kinds of logic after synthesis
logic type      Yosys count  share of synthesized area
simple gates             49                    0.06669
flops                   102                     0.6960
buf+inv                  26                    0.02667
compound gates           54                     0.1000
xor+xnor                 20                    0.04971
fa+ha+maj                12                    0.03637
mux                       9                    0.02455
Power and IR drop assume default switching activity.
